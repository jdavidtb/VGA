==> flow/design.v <==
module vga_sync(
    input clk,           
    input reset,         
    output reg hsync,    
    output reg vsync,    
    output reg [9:0] x,  
    output reg [9:0] y,  
    output reg vOn       
);
    localparam H_SYNC_PULSE = 96;    
    localparam H_BACK_PORCH = 48;    
    localparam H_FRONT_PORCH = 16;   
    localparam H_VISIBLE_AREA = 640; 
    localparam H_TOTAL = 800;        
    localparam V_SYNC_PULSE = 2;     
    localparam V_BACK_PORCH = 33;    
    localparam V_FRONT_PORCH = 10;   
    localparam V_VISIBLE_AREA = 480; 
    localparam V_TOTAL = 525;        
    always @(posedge clk) begin
        if (reset) begin
            x <= 0;
            y <= 0;
        end else begin
            if (x < H_TOTAL - 1) begin
                x <= x + 1;
            end else begin
                x <= 0;
                if (y < V_TOTAL - 1) begin
                    y <= y + 1;
                end else begin
                    y <= 0;
                end
            end
        end
    end
    always @(posedge clk) begin
        if (reset) begin
            hsync <= 1'b1;
            vsync <= 1'b1;
            vOn <= 1'b0;
        end else begin
            hsync <= (x < H_SYNC_PULSE) ? 1'b0 : 1'b1;   
            vsync <= (y < V_SYNC_PULSE) ? 1'b0 : 1'b1;   
            vOn <= (x < H_VISIBLE_AREA) && (y < V_VISIBLE_AREA);   
        end
    end
endmodule
module textmode(
    input clk,
    input reset,
    input hsI,            
    input vsI,            
    input vOn,            
    input [7:0] fg,       
    input [7:0] bg,       
    input [10:0] char,    
    output reg hsO,       
    output reg vsO,       
    output reg [7:0] R,   
    output reg [7:0] G,   
    output reg [7:0] B    
);
    always @(posedge clk) begin
        if (reset) begin
            hsO <= 1'b1;
            vsO <= 1'b1;
        end else begin
            hsO <= hsI;
            vsO <= vsI;
        end
    end
    always @(posedge clk) begin
        if (reset) begin
            R <= 0;
            G <= 0;
            B <= 0;
        end else if (vOn) begin
            R <= fg;   
            G <= bg;   
            B <= 0;    
        end else begin
            R <= 0;    
            G <= 0;
            B <= 0;
        end
    end
endmodule
module screen_ram(
    input clk,                     
    input we,                      
    input [10:0] addr,             
    input [7:0] data_in,           
    output reg [7:0] data_out      
);
    localparam DEPTH = 4800;   
    reg [7:0] ram [DEPTH-1:0];   
    always @(posedge clk) begin
        if (we) begin
            ram[addr] <= data_in;
        end
        data_out <= ram[addr];
    end
endmodule
module char_position(
    input [9:0] x, y,           
    output [7:0] charX, scrX,   
    output [6:0] charY, scrY    
);
    localparam CHAR_WIDTH = 8;
    localparam CHAR_HEIGHT = 8;
    assign charX = x / CHAR_WIDTH;    
    assign scrX = x % CHAR_WIDTH;     
    assign charY = y / CHAR_HEIGHT;   
    assign scrY = y % CHAR_HEIGHT;    
endmodule
module vga_design(
     input clk,            
    input reset,          
    output hsync,         
    output vsync,         
    output [7:0] R, G, B  
);
    wire [9:0] pixel_x, pixel_y;
    wire [7:0] char_x, scr_x, char_y, scr_y;
    wire hsync_internal, vsync_internal, video_on;
    wire [7:0] data_from_ram, color_fg, color_bg;
    vga_sync vga_controller (
        .clk(clk),
        .reset(reset),
        .hsync(hsync_internal),
        .vsync(vsync_internal),
        .x(pixel_x),
        .y(pixel_y),
        .vOn(video_on)
    );
    char_position char_pos (
        .x(pixel_x),
        .y(pixel_y),
        .charX(char_x),
        .scrX(scr_x),
        .charY(char_y),
        .scrY(scr_y)
    );
    screen_ram video_memory (
        .clk(clk),
        .we(1'b0),  
        .addr(pixel_y * 80 + pixel_x / 8), 
        .data_in(8'b0), 
        .data_out(data_from_ram)
    );
    assign color_fg = data_from_ram[7:4]; 
    assign color_bg = data_from_ram[3:0];
    textmode text_mode (
        .clk(clk),
        .reset(reset),
        .hsI(hsync_internal),
        .vsI(vsync_internal),
        .vOn(video_on),
        .fg(color_fg),
        .bg(color_bg),
        .char(char_x),  
        .hsO(hsync),
        .vsO(vsync),
        .R(R),
        .G(G),
        .B(B)
    );
endmodule
==> flow/run.sh <==
#!/bin/bash
# OpenROAD 26Q1-2900-gdf79404cd8, Yosys 0.63+post, stock flow scripts
make -C /OpenROAD-flow-scripts/flow DESIGN_CONFIG=/design/flow/config.mk WORK_HOME=/design/flow/orfs finish
==> flow/config.mk <==
export PLATFORM = sky130hd
export DESIGN_NAME = vga_design
export DESIGN_NICKNAME = vga_design
export VERILOG_FILES = /design/flow/design.v
export SDC_FILE = /design/flow/constraint.sdc
export NUM_CORES = 4
export LEC_CHECK = 1
export CORE_AREA = 10 10 85 85
export DIE_AREA = 0 0 95 95
export SYNTH_MEMORY_MAX_BITS = 65536
==> flow/constraint.sdc <==
current_design vga_design

set clk_period 2.8
set clk_io_pct 0.2

create_clock -name clk0 -period $clk_period [get_ports {clk}]

set non_clock_inputs [all_inputs -no_clocks]
set_input_delay [expr $clk_period * $clk_io_pct] -clock clk0 $non_clock_inputs
set_output_delay [expr $clk_period * $clk_io_pct] -clock clk0 [all_outputs]
==> results.sh <==
# source this file to load flow results
export IMPL_status="complete, no violations"
export IMPL_cts_buffers_inserted=3
export IMPL_whs_path_depth=1
export IMPL_yosys_top_cells_count="buf_4, dfxtp_1, nor2_1"
export IMPL_grt_max_degree=14
export IMPL_edf_count=0
export IMPL_post_cts_buffers=0
export IMPL_rsz0062_at_grt="no"
export IMPL_drive_gt1_frac=0.07432
export IMPL_power_switching_mw=0.1683
export IMPL_warning_count=25
export IMPL_ctsHoldBuffers=0
export IMPL_wl_per_cell_um=10.08
export IMPL_synth_async_reset_ratio=0
export IMPL_post_cts_resize_count=0
export IMPL_flop_cell="dfxtp_1"
export IMPL_xor_share=0.07216
export IMPL_clk_latency_ns=0.26
export IMPL_cts_root_buf="clkbuf_8"
export IMPL_p_comb_frac=0.094
export IMPL_track_usage=0.04613
export IMPL_h_tree_depth=1
export IMPL_r2r_start="vga_controller.x[0]"
export IMPL_drc=0
export IMPL_syn_inst=143
export IMPL_ys_types=36
export IMPL_required_ns=3.00
export IMPL_io_pins=28
export IMPL_finClkSkew_ns=0.001665
export IMPL_adder_share=0.02062
export IMPL_syn_to_final_growth_pct=6.701
export IMPL_antenna_found_initial=0
export IMPL_yosys_area_share_aoi=0.1206
export IMPL_ir_drop_v=0.0001714
export IMPL_whs_ns=0.4114
export IMPL_core_um2=5473
export IMPL_grt_pass1_wl_um=3581
export IMPL_logic_family="simple AND/OR/NAND/NOR gates"
export IMPL_yosys_warnings=7
export IMPL_drtIter0Drc=78
export IMPL_ys_flops=24
export IMPL_vias_per_cell=3.986
export IMPL_synthSimpleGateAreaFrac=0.2175
export IMPL_grt_pass1_vias=834
export IMPL_r2r_slack_ns=0.86
export IMPL_row_count=27
export IMPL_power_mw=0.6968
export IMPL_fp_dieW_um=95
export IMPL_cp_start_kind="flip-flop"
export IMPL_synth_area_um2=1214
export IMPL_path_clk_slew_ns=0.08
export IMPL_final_seq_area_um2=480.5
export IMPL_min_path_type="reg2reg"
export IMPL_power_leakage_nw=0.4933
export IMPL_num_antenna_cells=0
export IMPL_maxCapViolations=0
export IMPL_synth_seq_share=0.3959
export IMPL_relSlewSlack=0.6528
export IMPL_period_minus_slack_ns=1.940
export IMPL_p_int_mw=0.5285
export IMPL_tightest_slew_ns=0.5077
export IMPL_cts_sinks=24
export IMPL_avgSynthCellArea_um2=8.487
export IMPL_p_clk_frac=0.334
export IMPL_timing_setup_tns_ns=0
export IMPL_portBuffers=3
export IMPL_finalHoldViolCount=0
export IMPL_synth_top_area_share=0.3959
export IMPL_seqPwrFrac=0.572
export IMPL_mux_share=0
export IMPL_fp_utilization=0.2218
export IMPL_ys_cells=143
export IMPL_endpoint_kind="flip-flop"
export IMPL_firstDrtPassIters=4
export IMPL_cts_tree="built"
export IMPL_dpl_hpwl_um=1644
export IMPL_dieArea_um2=9025
export IMPL_critPathMaxFanout=10
export IMPL_gp_congestion=0.7811
export IMPL_cts_buffer_depth=2
export IMPL_crit_type="reg2reg"
export IMPL_r2r_end="vga_controller.y[9]"
export IMPL_ff2ff_path_depth=5
export IMPL_whs_endpoint="text_mode.hsO"
export IMPL_num_vias=877
export IMPL_die_y_um=95
export IMPL_grt_ovfl_total=0
export IMPL_slew_violations=0
export IMPL_fmax_ghz=0.5155
export IMPL_area_combinational_um2=613.1
export IMPL_fillerInstances=602
export IMPL_synth_area_leader_cell="dfxtp_1"
export IMPL_worstPathArrival_ns=2.14
export IMPL_fin_crit_sh=0.6928
export IMPL_synth_chip_area_um2=1214
export IMPL_drt_wl_total_um=2218
export IMPL_switching_share=0.2415
export IMPL_setup_viol=0
export IMPL_hold_start="vga_controller.hsync"
export IMPL_ant_nets=0
export IMPL_topCellsByArea="dfxtp_1, buf_4, xnor2_1"
export IMPL_p_per_area_nw_per_um2=538.1
through the flow:
stage                     instances  utilization  instance area, um^2  setup WS (ns)
after floorplan                 166            -                 1300          1.102
after global placement          216       0.2266                 1240         0.7500
after detailed placement        216       0.2266                 1240         0.7350
after CTS                       220       0.2366                 1295         0.8509
after global routing            220       0.2366                 1295         0.7064
final                           220       0.2366                 1295         0.8601
logic make-up after synthesis:
family / after synthesis
simple gates: 52
other cells: 1
flops: 24
buf+inv: 31
compound gates: 23
fa+ha+maj: 2
xor+xnor: 10
placed cells by master, fill, tap and decap left out, types with 2 or more instances in the layout:
master	Yosys	routed
inv_1	5	5
nor4_1	2	2
ha_1	2	2
o31a_1	2	2
clkbuf_8	0	4
xnor2_1	8	8
nor3_1	3	3
a21oi_1	9	9
nand2_1	9	9
clkdlybuf4s50_1	0	3
nand4_1	2	2
nand3_1	7	7
xor2_1	2	2
nor2_1	17	17
o21ai_0	3	3
or2_2	2	2
dfxtp_1	24	24
or4_1	2	2
conb_1	1	24
cell type report:
class                           count  area share
Clock buffer                        4     0.04251
Tap cell                           72     0.06957
Inverter                            5     0.01449
Multi-Input combinational cell    111      0.4734
Timing Repair Buffer                4     0.02899
Sequential cell                    24      0.3710
sequential cells by signal, indices dropped and copies added, names as in the netlist:
signal / flops
vga_controller.vsync: 1
vga_controller.y: 10
text_mode.vsO: 1
vga_controller.x: 10
text_mode.hsO: 1
vga_controller.hsync: 1
critical path, stage by stage, from the launching register on:
cell,delay [ns]
dfxtp_1,0.38
ha_1,0.23
nand4_2,0.22
a21o_1,0.32
or4_1,0.57
a21oi_1,0.15
worst max-delay path by stage:
| stage | startpoint | end | slack, ns | cells after the start |
|---|---|---|---|---|
| CTS | vga_controller.x[0] | vga_controller.y[9] | 0.85 | 5 |
| global route | vga_controller.x[0] | vga_controller.y[9] | 0.71 | 5 |
| finish | vga_controller.x[0] | vga_controller.y[9] | 0.86 | 5 |
per-layer routing:
metal / routed length [um] / GRT usage / vias to the layer above / part of all wire
met5: 0 / 0 / - / 0
met4: 35 / 0.01122 / 0 / 0.016
met3: 100 / 0.005609 / 2 / 0.045
met2: 985 / 0.07437 / 31 / 0.44
met1: 1096 / 0.06442 / 392 / 0.49
li1: - / - / 452 / -
power by group through the flow:
| stage | Combinational, mW | Sequential [mW] | Clock, mW |
|---|---|---|---|
| final | 0.0658 | 0.398 | 0.233 |
| after global routing | 0.0829 | 0.403 | 0.253 |
| after CTS | 0.0689 | 0.398 | 0.243 |
Power figures rest on the tool's default switching activity, not on a simulated workload.
